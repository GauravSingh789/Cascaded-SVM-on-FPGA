File: ./constraint.sdc
current_design mem_control

set clk_period 4.4
set clk_io_pct 0.2

create_clock -name clk0 -period $clk_period [get_ports {clk}]

set non_clock_inputs [all_inputs -no_clocks]
set_input_delay [expr $clk_period * $clk_io_pct] -clock clk0 $non_clock_inputs
set_output_delay [expr $clk_period * $clk_io_pct] -clock clk0 [all_outputs]
File: ./config.mk
export PLATFORM = sky130hd
export DESIGN_NAME = mem_control
export DESIGN_NICKNAME = mem_control
export VERILOG_FILES = /design/flow/design.v
export SDC_FILE = /design/flow/constraint.sdc
export NUM_CORES = 4
export LEC_CHECK = 1
export CORE_UTILIZATION = 30
File: ./run.sh
#!/bin/bash
# OpenROAD 26Q1-2900-gdf79404cd8, Yosys 0.63+post, stock flow scripts
make -C /OpenROAD-flow-scripts/flow DESIGN_CONFIG=/design/flow/config.mk WORK_HOME=/design/flow/orfs finish
File: ./design.v
`timescale 1ns / 1ps
module mem_control #(parameter XLEN_PIXEL = 8, parameter NUM_OF_PIXELS = 784, parameter NUM_OF_SV = 10)
(input clk, rst, en,
output reg re, we, stall_MEM, 
output reg [XLEN_PIXEL-1:0]x_test,
output reg decision_funct_en);
reg [31:0] comp_count;
integer i=0;
initial begin
    re =0;
    we =1;
    comp_count=0;
    stall_MEM =0;
    decision_funct_en=0;
    x_test = 20;
end
always @(posedge clk)begin
    if(rst) begin
        re <=0;
        we <=1;
        stall_MEM <=1;
    end else if(comp_count < NUM_OF_PIXELS+10) begin
        re <=0;
        we <=1;
        stall_MEM <=1;
    end else begin
    re <=1;
    we <=0;
    stall_MEM <=0;
    decision_funct_en <=1;
    end
end
always @(posedge clk) begin
        comp_count <= comp_count + 1;
end
endmodule
==> flow_metrics.env <==
# physical design summary
export IMPL_power_density_nw_per_um2=330
export IMPL_synthCells=157
export IMPL_seq_power_share_pct=58.0
export IMPL_period_used_pct=43.8
export IMPL_yosys_area_share_adder_pct=0.811
export IMPL_rsz0062_at_grt="false"
export IMPL_synth_area_mux_share_pct=0
export IMPL_finalWirelength_um=2340
export IMPL_path_max_fanout=1
export IMPL_netlist_area_um2=1540
export IMPL_p_int_mw=0.462
export IMPL_numCtsBuffers=5
export IMPL_setup_viol=0
export IMPL_yosys_area_share_aoi_pct=0.811
export IMPL_grt_pass1_vias=901
export IMPL_finalWorstSetupSlack_ns=2.47
export IMPL_logic_family="simple AND/OR/NAND/NOR gates"
export IMPL_met2_length_um=997
export IMPL_finalMaxSlewViolations=0
export IMPL_worst_slew_margin_rel_pct=60.4
export IMPL_ant_nets=0
export IMPL_m1WireLength_um=1220
export IMPL_wl_per_cell_um=10.0
export IMPL_antenna_found_initial=0
export IMPL_p_switching_mw=0.108
export IMPL_die_h_um=73.7
export IMPL_outcome="finished clean"
export IMPL_peakVddDrop_uv=166
export IMPL_critPathRequiredTime_ns=3.52
export IMPL_portBuffers=5
export IMPL_r2r_start="comp_count[0]"
export IMPL_holdBufCountCts=0
export IMPL_syn_to_final_growth_pct=11.7
export IMPL_ys_flops=36
export IMPL_dr_wl_met3_um=77
export IMPL_hold_viol=0
export IMPL_clk_pin_slew_ns=0.07
export IMPL_drive_gt1_share_pct=8.38
export IMPL_ys_types=26
export IMPL_place_congestion=0.751
export IMPL_vias_per_cell=4.43
export IMPL_cts_tree="done"
export IMPL_synth_seq_area_share_pct=47.4
export IMPL_hold_path_class="reg2reg"
export IMPL_first_pass_iters=4
export IMPL_ctsHtreeMaxLevel=2
export IMPL_cts_sinks=36
export IMPL_num_rows=25
export IMPL_ios=15
export IMPL_coreArea_um2=4850
export IMPL_p_leak_nw=0.590
export IMPL_cp_start_kind="flip-flop"
export IMPL_grt_pass1_wl_um=4090
export IMPL_ys_sh_xor_pct=17.0
export IMPL_fmax_mhz=519
export IMPL_preCtsSetupSlack_ns=2.65
export IMPL_warning_count=26
export IMPL_avgSynthCellArea_um2=9.83
export IMPL_crit_chain="clkdlybuf4s50_1"
export IMPL_cpMaxStageDelayCell="clkdlybuf4s50_1"
export IMPL_grt_max_degree=12
export IMPL_grt_use_total_pct=9.76
export IMPL_synthSimpleGateAreaFrac_pct=28.2
export IMPL_critical_path_class="reg2out"
export IMPL_crit_family="buffers and inverters"
export IMPL_drc=0
export IMPL_min_period_ns=1.93
export IMPL_cp_num_buf_inv=1
export IMPL_yosysChipArea_um2=1540
export IMPL_clock_skew_ns=0.00163
export IMPL_ys_cells=157
export IMPL_critical_path_startpoint="decision_funct_en"
export IMPL_cpPeakStageDelay_ns=0.45
export IMPL_yosysWarnings=1
export IMPL_power_frac_comb_pct=1.0
export IMPL_vias=1036
export IMPL_hold_start="comp_count[0]"
export IMPL_drv_cap=0
export IMPL_diodes=0
export IMPL_drtIter0Drc=47
export IMPL_cts_repair_resized=0
export IMPL_setup_tns_ns=0
export IMPL_post_cts_buffers=0
export IMPL_worstSkewPairLatency_ns=0.28
export IMPL_topRoutingLayerUsed="met4"
export IMPL_cp_arrival_ns=1.05
export IMPL_hpwl_um=1670
export IMPL_end_kind="output pin"
export IMPL_dieArea_um2=5430
export IMPL_die_w_um=73.7
export IMPL_clock_path_buffers=2
export IMPL_grt_ovfl_total=0
export IMPL_root_buffer="clkbuf_8"
export IMPL_initial_core_util_pct=31.8
export IMPL_tightest_slew_ns=0.590
export IMPL_switching_share_pct=18.9
export IMPL_clkPwrFrac_pct=41.0
==> path summary, 6_finish.rpt <==
check             slack [ns]                end  cells after the start
setup / recovery        2.47  decision_funct_en                      1
hold reg to reg         0.41      comp_count[0]                      1
setup reg to reg        2.68     comp_count[30]                      5
hold / removal          0.41      comp_count[0]                      1
==> Yosys cell counts <==
| cell type | n | area share (%) |
|---|---|---|
| a21oi_1 | 1 | 0.32 |
| and2_1 | 2 | 0.81 |
| and3_1 | 3 | 1.2 |
| and3_2 | 1 | 0.49 |
| and4_2 | 1 | 0.65 |
| buf_2 | 2 | 0.65 |
| buf_4 | 8 | 3.9 |
| conb_1 | 2 | 0.49 |
| dfxtp_1 | 35 | 45 |
| edfxtp_1 | 1 | 1.9 |
| ha_1 | 1 | 0.81 |
| inv_1 | 3 | 0.73 |
| nand2_1 | 11 | 2.7 |
| nand2b_1 | 1 | 0.41 |
| nand3_1 | 11 | 3.6 |
| nand4_1 | 15 | 6.1 |
| nand4_4 | 1 | 1.4 |
| nor2_1 | 11 | 2.7 |
| nor3_1 | 5 | 1.6 |
| nor3_2 | 1 | 0.65 |
| nor4_1 | 6 | 2.4 |
| nor4_4 | 2 | 2.8 |
| o211ai_1 | 1 | 0.49 |
| or2_2 | 2 | 0.81 |
| xnor2_1 | 22 | 12 |
| xor2_1 | 8 | 4.5 |
==> metal layers <==
layer | track usage [%] | up-vias
li1 | - | 552
met1 | 15.8 | 465
met2 | 13.8 | 12
met3 | 2.22 | 7
met4 | 1.71 | 0
met5 | 0 | -
==> sequential cells by signal (all words and copies together) (netlist names) <==
name,flops
comp_count,32
decision_funct_en,1
re,1
stall_MEM,1
we,1
==> worst register-to-register path, delay by kind of cell (launching register included) <==
family        cells  cell delay [ns]
xor+xnor          1             0.15
fa+ha+maj         1             0.25
flops             1             0.37
simple gates      3             0.85
==> kinds of logic (layout without fill, tap and decap cells) <==
group	Yosys count	in the layout
simple gates	73	73
fa+ha+maj	1	1
compound gates	2	2
buf+inv	13	16
flops	36	36
other cells	2	9
xor+xnor	30	30
==> power groups by stage <==
stage	clock, mW	combinational [mW]	sequential (mW)
CTS	0.243	0.00594	0.330
global route	0.257	0.00663	0.330
finish	0.234	0.00574	0.330
==> per-stage QoR <==
step	instance area, um2	hold slack (ns)	instances	total power [mW]	util (%)
after detailed placement	1630	0.400	226	0.343	33.7
after global routing	1720	0.433	234	0.594	35.5
final	1720	0.412	234	0.569	35.5
after global placement	1630	0.402	226	0.343	33.7
after CTS	1720	0.418	234	0.579	35.5
after floorplan	1570	0.383	164	0.343	-
==> placed cells by master (no fill, tap or decap), drive strengths merged <==
cell | synthesis | layout
nand2b | 1 | 1
inv | 3 | 3
nor3 | 6 | 6
nor2 | 11 | 11
nand2 | 11 | 11
and4 | 1 | 1
conb | 2 | 9
a21oi | 1 | 1
dfxtp | 35 | 35
o211ai | 1 | 1
edfxtp | 1 | 1
and3 | 4 | 4
clkbuf | 0 | 8
clkdlybuf4s50 | 0 | 5
xnor2 | 22 | 22
or2 | 2 | 2
ha | 1 | 1
xor2 | 8 | 8
nor4 | 8 | 8
nand4 | 16 | 16
nand3 | 11 | 11
and2 | 2 | 2
==> area by class of cell <==
| class | count | area [um2] |
|---|---|---|
| fill | 486 | 3130 |
| inverter | 3 | 11.3 |
| multi-input combinational | 115 | 757 |
| sequential | 36 | 731 |
| tap | 67 | 83.8 |
| timing repair buffer | 5 | 50.0 |
| clock buffer | 8 | 90.1 |
Power is estimated from default activity; no workload was simulated.
