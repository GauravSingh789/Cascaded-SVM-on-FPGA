### design/flow/run.sh
#!/bin/bash
# OpenROAD 26Q1-2900-gdf79404cd8, Yosys 0.63+post, stock flow scripts
make -C /OpenROAD-flow-scripts/flow DESIGN_CONFIG=/design/flow/config.mk WORK_HOME=/design/flow/orfs finish
### design/flow/config.mk
export PLATFORM = sky130hd
export DESIGN_NAME = mem_control_hwf
export DESIGN_NICKNAME = mem_control_hwf
export VERILOG_FILES = /design/flow/design.v
export SDC_FILE = /design/flow/constraint.sdc
export NUM_CORES = 4
export LEC_CHECK = 1
export CORE_UTILIZATION = 30
### design/flow/constraint.sdc
current_design mem_control_hwf

set clk_period 7.3
set clk_io_pct 0.2

create_clock -name clk0 -period $clk_period [get_ports {clk}]

set non_clock_inputs [all_inputs -no_clocks]
set_input_delay [expr $clk_period * $clk_io_pct] -clock clk0 $non_clock_inputs
set_output_delay [expr $clk_period * $clk_io_pct] -clock clk0 [all_outputs]
### design/flow/design.v
`timescale 1ns / 1ps
module mem_control_hwf #(parameter XLEN_PIXEL = 8, parameter NUM_OF_PIXELS = 784, parameter NUM_OF_SV = 10)
(input clk, rst, en,
output reg re, we, stall_MEM, 
output reg [XLEN_PIXEL-1:0] x_test,
output reg decision_funct_en);
reg [31:0] comp_count;
integer i=0;
initial begin
    re =0;
    we =1;
    comp_count=0;
    stall_MEM =0;
    decision_funct_en=0;
    x_test=200;
end
always @(posedge clk)begin
    if(rst) begin
        re <=0;
        we <=1;
        stall_MEM <=1;
    end else if(comp_count < NUM_OF_PIXELS+10) begin
        re <=0;
        we <=1;
        stall_MEM <=1;
    end else begin
    re <=1;
    we <=0;
    stall_MEM <=0;
    decision_funct_en <=1;
    end
end
always @(posedge clk) begin
        comp_count <= comp_count + 1;
end
endmodule
==> impl_metrics.ini <==
; generated from flow reports
[timing]
slew_headroom_pct = 59.9
tightest_slew_ns = 0.597
hold_violation_total_from_the_final_report = 0
maxSlewViolCount = 0
worst_slack_ns = 4.79
setup_viol = 0
fin_worst_skew_ns = 0.00424
hold_slack_ns = 0.414
max_freq_ghz = 0.398
grt_setup_unrepaired = false
period_minus_slack_ns = 2.51
timing.setup.tns_ns = 0
finalClockPeriodUsage_pct = 34.4

[clock_tree]
cts_buffers = 5
cts.repair.resized = 0
cts_root_buf = sky130_fd_sc_hd__clkbuf_8
clkTransAtPathRegs_ns = 0.07
tritoncts = built
cts_hold_bufs = 0
post-cts-setup-buffers = 0
cts_num_sinks = 36
worstSkewPairLatency_ns = 0.28
h_tree_depth = 2
ctsLongestPathBuffers = 2

[synthesis]
synthesis.instances = 157
syn_avg_cell_area_um2 = 9.83
yosys_synthesis_chip_area_um2 = 1540
post_synth_main_area_contributors = sky130_fd_sc_hd__dfxtp_1 45%, sky130_fd_sc_hd__xnor2_1 12%, sky130_fd_sc_hd__nand4_1 6.1%
synth.lib_cells_used.distinct = 26
synth_area_leader_cell = sky130_fd_sc_hd__dfxtp_1
post_synthesis_cell_count_from_yosys = 157
ys_async_sr_fraction_pct = 0
synth-main-ff-cell = sky130_fd_sc_hd__dfxtp_1
synthesis.yosys.warnings = 1
synth.top_cell.area_share_pct = 45.4
count_of_library_flops_with_an_enable_pin = 1
mappedNetlistArea_um2 = 1540
most_common_cell = sky130_fd_sc_hd__dfxtp_1
yosys_register_bits = 36
ys_seq_share_pct = 47.4
synthTopCellsByCount = 35 x sky130_fd_sc_hd__dfxtp_1, 22 x sky130_fd_sc_hd__xnor2_1, 15 x sky130_fd_sc_hd__nand4_1

[routing]
drt_pre_antenna_iters = 4
antenna_violating_nets_post_route = 0
num_vias = 1030
initialDrtViolationCount = 33
drc = 0
diodes = 0
postRouteWirelength_um = 2350
vias_per_cell = 4.40
wl_per_cell_um = 10.1

[setup_path]
category_of_the_most_critical_setup_path = reg2out
critical_path_peak_fanout = 1
startpoint_type = flop
crit_arrival_ns = 1.05
worstPathRequired_ns = 5.84
path_depth = 1
worstSetupEndpointType = primary output
critical_path_buf_inv_count = 1
largest_stage_delay_on_the_critical_path_ns = 0.46
worst-r2r-cell-count = 5
critPathTopFamily = buffers and inverters
crit_path_top_delay_cell = sky130_fd_sc_hd__clkdlybuf4s50_1
cp_cell_sequence = clkdlybuf4s50_1

[power]
irDropWorstVdd_mv = 0.140
total_power_mw = 0.346
static-leakage-power_nw = 0.595
power.density_nw_per_um2 = 200

[placement]
post-place-ws_ns = 4.96
detailed_place_hpwl_um = 1660
port_buffers = 5
placed_cells = 226
finalWeightedCongestion = 0.769

[global_routing]
antenna_found_initial = 0
first_global_vias = 842
grt_start_max_net_pins = 12
global_route.usage.total_pct = 9.44
overflow = 0
first_pass_grt_wire_length_um = 3880

[floorplanning]
core.rowCount = 25
dieWidth_um = 73.7
die_height_um = 73.7
io-pin-count = 15
core_area_um2 = 4850
floorplan.die_area_um2 = 5430
floorplan.initialDensity_pct = 31.8

[cells_and_area]
final-instance-count-excl-fill = 234
synthToLayoutAreaGrowth_pct = 11.8
layout-drive-gt1-share_pct = 9.58

[flow_run]
log_warnings = 26
max_cap_viol_count = 0

[worst_hold_path]
timing.hold.worst.class = reg2reg
whs_path_depth = 1

[status]
outcome = completed
## sequential cells by signal, summed over array words and instances, names as in the netlist
register	flops
comp_count	32
decision_funct_en	1
re	1
stall_MEM	1
we	1
## cell families after synthesis
group / count (synthesis) / synth area share, %
flip-flops: 36 / 47.4
other: 2 / 0.487
AND/OR/NAND/NOR: 73 / 28.2
adder cells (fa/ha/maj): 1 / 0.811
buffers and inverters: 13 / 5.27
XOR/XNOR: 30 / 17.0
AND-OR/OR-AND: 2 / 0.811
## routing by layer
metal	share of wire, %	global-route usage [%]	vias to the layer above	routed length [um]
met5	0	0	-	0
met2	41	13.3	8	970
met4	1.4	1.28	0	33
met3	3.8	3.33	6	90
li1	-	-	548	-
met1	53	14.7	468	1260
## placed cells by master, fill, tap and decap left out, types with 2 or more instances in the layout
cell                              count
sky130_fd_sc_hd__and3_1               3
sky130_fd_sc_hd__xor2_1               8
sky130_fd_sc_hd__and2_1               2
sky130_fd_sc_hd__conb_1               9
sky130_fd_sc_hd__nand3_1             11
sky130_fd_sc_hd__nor3_1               5
sky130_fd_sc_hd__clkdlybuf4s50_1      5
sky130_fd_sc_hd__dfxtp_1             35
sky130_fd_sc_hd__nor4_1               6
sky130_fd_sc_hd__nand4_1             15
sky130_fd_sc_hd__clkinv_2             2
sky130_fd_sc_hd__nor2_1              11
sky130_fd_sc_hd__clkbuf_8             6
sky130_fd_sc_hd__inv_1                3
sky130_fd_sc_hd__nand2_1             11
sky130_fd_sc_hd__xnor2_1             22
sky130_fd_sc_hd__or2_2                2
sky130_fd_sc_hd__nor4_4               2
## power by group
part	switching, mW	total, mW	internal [mW]
logic	0.000623	0.00342	0.00279
registers	0.000260	0.199	0.199
clock network	0.0683	0.144	0.0752
## per-stage QoR
step | util, % | cell area [um2]
2_1_floorplan | - | 1570
3_3_place_gp | 33.7 | 1630
3_5_place_dp | 33.7 | 1630
4_1_cts | 35.6 | 1730
5_1_grt | 35.6 | 1730
6_report | 35.6 | 1730
## path summary, 6_finish.rpt
check | from | endpoint | slack (ns)
setup / recovery | decision_funct_en$_DFFE_PP_ | decision_funct_en | 4.79
hold / removal | comp_count[0]$_DFF_P_ | comp_count[0]$_DFF_P_ | 0.41
setup reg to reg | comp_count[0]$_DFF_P_ | comp_count[28]$_DFF_P_ | 5.59
hold reg to reg | comp_count[0]$_DFF_P_ | comp_count[0]$_DFF_P_ | 0.41
## final cells by class
| cell class | count | area [um2] |
|---|---|---|
| clock buffer | 6 | 82.6 |
| multi-input combinational | 115 | 757 |
| sequential | 36 | 731 |
| tap | 67 | 83.8 |
| clock inverter | 2 | 10.0 |
| fill | 482 | 3120 |
| timing repair buffer | 5 | 50.0 |
| inverter | 3 | 11.3 |
Power figures rest on the tool's default switching activity, not on a simulated workload.
